[config.mk]
export PLATFORM = sky130hd
export DESIGN_NAME = alu
export DESIGN_NICKNAME = alu
export VERILOG_FILES = /design/flow/design.v
export SDC_FILE = /design/flow/constraint.sdc
export NUM_CORES = 4
export LEC_CHECK = 1
export CORE_AREA = 10 10 95 95
export DIE_AREA = 0 0 105 105
[design.v]
module alu(a, b, op, f, clk);
    input [7:0] a, b;
    input [2:0] op;
    input clk;
    output reg [7:0] f;
    parameter OP_XOR   = 0;
    parameter OP_ADD   = 1;
    parameter OP_SUB   = 2;
    parameter OP_LSHFT = 3;
    parameter OP_RSHFT = 4;
    always @(posedge clk)
        begin
            case (op)
                OP_XOR: f <= a ^ b;
                OP_ADD: f <= a + b;
                OP_SUB: f <= a - b;
                OP_LSHFT: f <= a << b;
                OP_RSHFT: f <= a >> b;
            endcase
        end
endmodule
[run.sh]
#!/bin/bash
# OpenROAD 26Q1-2900-gdf79404cd8, Yosys 0.63+post, stock flow scripts
make -C /OpenROAD-flow-scripts/flow DESIGN_CONFIG=/design/flow/config.mk WORK_HOME=/design/flow/orfs finish
[constraint.sdc]
current_design alu

set clk_period 6.1
set clk_io_pct 0.2

create_clock -name clk0 -period $clk_period [get_ports {clk}]

set non_clock_inputs [all_inputs -no_clocks]
set_input_delay [expr $clk_period * $clk_io_pct] -clock clk0 $non_clock_inputs
set_output_delay [expr $clk_period * $clk_io_pct] -clock clk0 [all_outputs]
==> commit_impl_results.txt <==
Log flow metrics for this revision

* Outcome: complete, no violations
- The script computed a power per unit cell area of 153 nW/um^2.
- The CTS report gives the tree buffer count as 3.
* Most frequent logic cell in the layout: sky130_fd_sc_hd__clkdlybuf4s50_1
- The number of hold buffers added after CTS was 0.
- The critical path in this run is classified as in -> reg.
- YS chip area: 1450 sq um
- Worst setup timing slack at the placement stage: 1520 ps
- The min-delay analysis places its worst path in the category in -> reg.
- According to the timing report, the critical path is captured at f[7].
- Die Height: 105 um
* Share of layout cells above drive strength 1: 0.119
- The warning tally printed by Yosys for this design is 1.
- The first routing iteration left 92 violations.
- Die boundary width: 105 um
* XOR/XNOR share of the synthesized area: 0.121
- The initial utilization of the core area, before any placement, comes to 0.209.
* Area share of the largest cell type after synthesis: 0.166
* Mux cell area share: 0.165
* Slowest stage delay, CP: 990 ps
* # H-tree levels: 1
- The register with the most flip-flops in the layout has 8 of them.
- Largest reg by FF count: f
- In this build the clock could be raised as far as 0.228 GHz.
* Endpoints failing hold: 0
* Fraction of power consumed by sequential logic: 0.265
* Post-Syn Area per Cell: 8.92 sq um
- Count of library flops with an enable pin: 8
* Arrival time worst endpoint: 4340 ps
- Congestion Overflow GR: 0
- Root buffer selected by CTS: sky130_fd_sc_hd__clkbuf_8
- Detailed placement ended at an HPWL of 3300 um.
- According to the timing report, the data required time at the worst endpoint equals 6070 ps.
- The share of total power dissipated in the clock network is 0.213.
* Area of the die: 11000 sq um
* Final setup fails: 0
- STA classifies the critical path endpoint as a flop.
- Measured against its own limit, the worst slew margin works out to 0.471.
* Synth unique cells: 48
- Cell-internal power: 190 uW
- The area growth from synthesis to layout is 27.1%.
- The share of total power dissipated in combinational logic is 0.522.
- Critical path startpoint: b[1]
* Maximum ir drop on the vdd rail: 0.0561 mV
- Count of port buffers added during placement: 27
- Per the cell usage report, the commonest logic cells after layout are sky130_fd_sc_hd__clkdlybuf4s50_1 (27), sky130_fd_sc_hd__o21ai_0 (17), sky130_fd_sc_hd__nor2_1 (14), sky130_fd_sc_hd__xnor2_1 (12), sky130_fd_sc_hd__a21oi_1 (10).
- Via/cell ratio: 4.80
- The floorplan has 30 rows.
* Synth Register Bits: 8
- Crit path max-delay cell type: sky130_fd_sc_hd__clkdlybuf4s50_1
- The repair_antennas step left the layout with diodes totalling 0.
- The CTS log lists the clock sinks for this run as 8.
- Biggest regs: f: 8 flops
- The final timing summary puts the cycle share of the worst path at 0.718.
- Sw Pwr: 90.5 uW
- LEAKAGE: 0.635 nW
* Number of antenna-violating nets in the routed design: 0
- Along the critical path, the tally of buffer and inverter instances is 2.
* Number of cells upsized or downsized after cts: 0
- Among the non-sequential cells, AND-OR/OR-AND gates take the most area.
* Initial antenna violation count: 0
* Stage-log warning count: 25
* Unrepaired setup endpoints after global routing: no
* Number of cells in Yosys stat: 162
- The final max-slew violation count recorded for this run is 0.
- Switching power as a fraction of the total was reported as 0.323.
- The clock passes through at most 2 buffers.
* Final TNS setup: 0 ps
- After synthesis, the share of flip-flops with an asynchronous set or reset is 0.
- Post-Syn Instances: 162
- The signal on the critical path passes through clkdlybuf4s50_1 > inv_1 > ha_1 > nor2_1 > xnor2_1 > ha_1 > o21ai_1 > a21oi_1 > or4_1 > a21oi_2 > xnor2_1 > a221o_1.
* Filler cell count: 765
* Routability congestion estimate: 0.938
- Primary FF master, synth: sky130_fd_sc_hd__edfxtp_1
- Worst-path fanout max: 22
- The via count of the first global-routing pass came to 1287.
- The worst setup path is launched from a primary input.
* Post-Layout Inst Area: 1840 sq um
* Number of cells on the worst hold path: 3
- The cell-mix breakdown from Yosys lists the compound-gate area share as 0.243.
* Kind of cell with the highest combined delay on the critical path: buffers and inverters
* Transition time of the tightest slew-check pin: 791 ps
- Post-placement cell area: 1800 sq um
- The tool flagged a number of max-cap violations equal to 0.
* Core footprint: 6910 sq um
* Per-cell routed wire length: 14.1 um
- Share of synthesized cell area in and, or, nand and nor gates: 0.165
- Summing over every cut layer, the via total after detailed routing is 1349.
- Wire length of the first global-routing pass: 6350 um
- Critical path depth in cells: 12
- The share of the Yosys chip area taken by registers is 0.166.
- Global-route total usage across every layer: 0.0690
- Final WL: 3980 um
- The final timing report derives a shortest allowable period of 4380 ps.
- Adder-Cell Fraction of Synth Area: 0.0831
- The iteration count recorded for the first detailed-route pass is 4.
- Final setup slack of the worst path: 1720 ps
- Looking at the post-CTS report, the setup buffer insertion count equals 0.
- Ports placed on the boundary: 28
- Area leader, netlist: sky130_fd_sc_hd__edfxtp_1
- Area contributors post-synth: sky130_fd_sc_hd__edfxtp_1 (17%), sky130_fd_sc_hd__mux4_2 (11%), sky130_fd_sc_hd__xnor2_1 (7.3%)
- In the routed design, unresolved DRC markers number 0.
- Clock slew seen by the registers of the worst setup and hold paths: 40 ps
- Pin count of the biggest net entering global routing: 23
- Clock tree from TritonCTS: built
* Cell area after synthesis: 1450 sq um
## Yosys cell counts (all sizes together) (3+ instances only)
master,number
nor3,3
nor2,15
xnor2,12
nand2,8
inv,7
xor2,8
a21oi,11
ha,8
mux2i,8
edfxtp,8
nand2b,5
buf,7
mux4,7
o21ai,19
a31oi,5
a211oi,3
## final cells by class
cell class	count	area [sq um]	area share
Clock buffer	3	41.3	0.0225
Tap cell	96	120	0.0654
Multi-Input combinational cell	138	1120	0.612
Timing Repair Buffer	29	285	0.155
Inverter	7	26.3	0.0143
Sequential cell	8	240	0.131
## power groups by stage
stage     Combinational, mW  Clock [mW]  Sequential (mW)
6_report              0.147      0.0597           0.0743
5_1_grt               0.162      0.0647           0.0754
4_1_cts               0.147      0.0619           0.0744
## cells by family after synthesis
kind of cell / after synthesis
adder cells (fa/ha/maj): 9
buffers and inverters: 16
multiplexers: 15
flip-flops: 8
AND/OR/NAND/NOR: 40
XOR/XNOR: 20
AND-OR/OR-AND: 54
## metrics by stage
stage          hold slack [ps]  power, mW  instances   util
6_report                  1920      0.280        281  0.266
3_3_place_gp              1960      0.221        278  0.260
4_1_cts                   1910      0.283        281  0.266
2_1_floorplan             1430      0.164        162      -
3_5_place_dp              1960      0.221        278  0.260
5_1_grt                   1940      0.302        281  0.266
## metal layers
layer  vias to the layer above  part of all wire  track usage
li1                        662                 -            -
met3                         8             0.075       0.0217
met4                         0             0.021       0.0167
met2                        51              0.47        0.114
met1                       628              0.44       0.0852
met5                         -                 0            0
## worst min path at each step
stage	start	endpoint	slack, ps
after global routing	a[0]	f[0]	1940
after CTS	a[0]	f[0]	1910
final	a[0]	f[0]	1920
Power figures rest on the tool's default switching activity, not on a simulated workload.
